### flow/run.sh
#!/bin/bash
# OpenROAD 26Q1-2900-gdf79404cd8, Yosys 0.63+post, stock flow scripts
make -C /OpenROAD-flow-scripts/flow DESIGN_CONFIG=/design/flow/config.mk WORK_HOME=/design/flow/orfs finish
### flow/config.mk
export PLATFORM = sky130hd
export DESIGN_NAME = MM2hdmi
export DESIGN_NICKNAME = MM2hdmi
export VERILOG_FILES = /design/flow/design.v
export SDC_FILE = /design/flow/constraint.sdc
export NUM_CORES = 4
export LEC_CHECK = 1
export CORE_UTILIZATION = 30
### flow/constraint.sdc
current_design MM2hdmi

set clk_period 3.0
set clk_io_pct 0.2

create_clock -name clk0 -period $clk_period [get_ports {clock}]

set non_clock_inputs [all_inputs -no_clocks]
set_input_delay [expr $clk_period * $clk_io_pct] -clock clk0 $non_clock_inputs
set_output_delay [expr $clk_period * $clk_io_pct] -clock clk0 [all_outputs]
### flow/design.v
module MM2hdmi(
  input         clock,
  input         reset,
  input  [15:0] io_data,
  input         io_newData,
  output [7:0]  io_red,
  output        io_vSync,
  output        io_hSync
);
  reg  regNewData;  
  reg [4:0] regRow;  
  wire [4:0] _T_2 = regRow + 5'h1;  
  wire  _T_3 = regRow == 5'h1f;  
  wire  _T_5 = _T_3 & regNewData;  
  reg  regVSync;  
  wire  _T_8 = _T_3 & io_newData;  
  wire  _T_10 = regVSync + 1'h1;  
  wire  _GEN_2 = _T_8 & _T_10;  
  reg [15:0] regData;  
  wire  _T_12 = ~regData[0];  
  reg [7:0] regMuxRed0;  
  wire  _T_15 = ~regData[1];  
  reg [7:0] regMuxRed1;  
  wire  _T_18 = ~regData[2];  
  reg [7:0] regMuxRed2;  
  wire  _T_21 = ~regData[3];  
  reg [7:0] regMuxRed3;  
  wire  _T_24 = ~regData[4];  
  reg [7:0] regMuxRed4;  
  wire  _T_27 = ~regData[5];  
  reg [7:0] regMuxRed5;  
  wire  _T_30 = ~regData[6];  
  reg [7:0] regMuxRed6;  
  wire  _T_33 = ~regData[7];  
  reg [7:0] regMuxRed7;  
  wire  _T_36 = ~regData[8];  
  reg [7:0] regMuxRed8;  
  wire  _T_39 = ~regData[9];  
  reg [7:0] regMuxRed9;  
  wire  _T_42 = ~regData[10];  
  reg [7:0] regMuxRed10;  
  wire  _T_45 = ~regData[11];  
  reg [7:0] regMuxRed11;  
  wire  _T_48 = ~regData[12];  
  reg [7:0] regMuxRed12;  
  wire  _T_51 = ~regData[13];  
  reg [7:0] regMuxRed13;  
  wire  _T_54 = ~regData[14];  
  reg [7:0] regMuxRed14;  
  wire  _T_57 = ~regData[15];  
  reg [7:0] regMuxRed15;  
  reg [3:0] outControlCounter;  
  wire  _T_59 = outControlCounter == 4'hf;  
  wire  _T_61 = _T_59 | regNewData;  
  wire [3:0] _T_63 = outControlCounter + 4'h1;  
  wire  _T_65 = outControlCounter == 4'h0;  
  wire  _T_66 = outControlCounter == 4'h1;  
  wire  _T_67 = outControlCounter == 4'h2;  
  wire  _T_68 = outControlCounter == 4'h3;  
  wire  _T_69 = outControlCounter == 4'h4;  
  wire  _T_70 = outControlCounter == 4'h5;  
  wire  _T_71 = outControlCounter == 4'h6;  
  wire  _T_72 = outControlCounter == 4'h7;  
  wire  _T_73 = outControlCounter == 4'h8;  
  wire  _T_74 = outControlCounter == 4'h9;  
  wire  _T_75 = outControlCounter == 4'ha;  
  wire  _T_76 = outControlCounter == 4'hb;  
  wire  _T_77 = outControlCounter == 4'hc;  
  wire  _T_78 = outControlCounter == 4'hd;  
  wire  _T_79 = outControlCounter == 4'he;  
  wire [7:0] _GEN_3 = _T_79 ? regMuxRed14 : regMuxRed15;  
  wire [7:0] _GEN_4 = _T_78 ? regMuxRed13 : _GEN_3;  
  wire [7:0] _GEN_5 = _T_77 ? regMuxRed12 : _GEN_4;  
  wire [7:0] _GEN_6 = _T_76 ? regMuxRed11 : _GEN_5;  
  wire [7:0] _GEN_7 = _T_75 ? regMuxRed10 : _GEN_6;  
  wire [7:0] _GEN_8 = _T_74 ? regMuxRed9 : _GEN_7;  
  wire [7:0] _GEN_9 = _T_73 ? regMuxRed8 : _GEN_8;  
  wire [7:0] _GEN_10 = _T_72 ? regMuxRed7 : _GEN_9;  
  wire [7:0] _GEN_11 = _T_71 ? regMuxRed6 : _GEN_10;  
  wire [7:0] _GEN_12 = _T_70 ? regMuxRed5 : _GEN_11;  
  wire [7:0] _GEN_13 = _T_69 ? regMuxRed4 : _GEN_12;  
  wire [7:0] _GEN_14 = _T_68 ? regMuxRed3 : _GEN_13;  
  wire [7:0] _GEN_15 = _T_67 ? regMuxRed2 : _GEN_14;  
  wire [7:0] _GEN_16 = _T_66 ? regMuxRed1 : _GEN_15;  
  assign io_red = _T_65 ? regMuxRed0 : _GEN_16;  
  assign io_vSync = regVSync;  
  assign io_hSync = regNewData;  
  always @(posedge clock) begin
    regNewData <= io_newData;
    if (reset) begin
      regRow <= 5'h0;
    end else if (_T_5) begin
      regRow <= 5'h0;
    end else if (regNewData) begin
      regRow <= _T_2;
    end
    if (reset) begin
      regVSync <= 1'h0;
    end else begin
      regVSync <= _GEN_2;
    end
    regData <= io_data;
    if (_T_12) begin
      regMuxRed0 <= 8'h0;
    end else begin
      regMuxRed0 <= 8'hff;
    end
    if (_T_15) begin
      regMuxRed1 <= 8'h0;
    end else begin
      regMuxRed1 <= 8'hff;
    end
    if (_T_18) begin
      regMuxRed2 <= 8'h0;
    end else begin
      regMuxRed2 <= 8'hff;
    end
    if (_T_21) begin
      regMuxRed3 <= 8'h0;
    end else begin
      regMuxRed3 <= 8'hff;
    end
    if (_T_24) begin
      regMuxRed4 <= 8'h0;
    end else begin
      regMuxRed4 <= 8'hff;
    end
    if (_T_27) begin
      regMuxRed5 <= 8'h0;
    end else begin
      regMuxRed5 <= 8'hff;
    end
    if (_T_30) begin
      regMuxRed6 <= 8'h0;
    end else begin
      regMuxRed6 <= 8'hff;
    end
    if (_T_33) begin
      regMuxRed7 <= 8'h0;
    end else begin
      regMuxRed7 <= 8'hff;
    end
    if (_T_36) begin
      regMuxRed8 <= 8'h0;
    end else begin
      regMuxRed8 <= 8'hff;
    end
    if (_T_39) begin
      regMuxRed9 <= 8'h0;
    end else begin
      regMuxRed9 <= 8'hff;
    end
    if (_T_42) begin
      regMuxRed10 <= 8'h0;
    end else begin
      regMuxRed10 <= 8'hff;
    end
    if (_T_45) begin
      regMuxRed11 <= 8'h0;
    end else begin
      regMuxRed11 <= 8'hff;
    end
    if (_T_48) begin
      regMuxRed12 <= 8'h0;
    end else begin
      regMuxRed12 <= 8'hff;
    end
    if (_T_51) begin
      regMuxRed13 <= 8'h0;
    end else begin
      regMuxRed13 <= 8'hff;
    end
    if (_T_54) begin
      regMuxRed14 <= 8'h0;
    end else begin
      regMuxRed14 <= 8'hff;
    end
    if (_T_57) begin
      regMuxRed15 <= 8'h0;
    end else begin
      regMuxRed15 <= 8'hff;
    end
    if (reset) begin
      outControlCounter <= 4'h0;
    end else if (_T_61) begin
      outControlCounter <= 4'h0;
    end else begin
      outControlCounter <= _T_63;
    end
  end
endmodule
==> results.txt <==
Entry: Yosys synthesis followed by OpenROAD place and route.

Routing:
- The run gives the antenna cell count as 0.
- The detailed router placed 986 vias in this run.
- The run gives the count of antenna-violating nets left after detailed routing as 0.
- The run gives the detailed-route vias per instance as 4.27.
- The run puts the first-pass detailed-route iteration total at 4.
- The routed layout reports a DRC error count of 0.
- The run gives the total length of routed wires as 2.35 mm.
- The run puts the detail-routed net length per standard cell at 10.2 um.
- The run gives the initial DRC count as 33.

Job:
- The stage logs contain a warning count of 29.
- The run puts the number of max-cap violations at 0.

Floorplan:
- The run puts the core region area at 4820 sq um.
- The run puts the die height at 73.5 um.
- The run gives the I/O pin count as 29.
- The run gives the number of cell rows as 25.
- The die is 73.5 um wide.
- The run gives the overall die area as 5400 sq um.
- The run puts the starting density of the core at 31.8%.

Setup path:
- The run puts the data required time of the worst path at 2400 ps.
- The run gives the highest net fanout along the worst path as 9.
- The run gives the startpoint of the most critical register-to-register path as regRow[0]$_SDFFE_PP0P_.
- The run gives the worst setup path category as flop to output port.
- The worst setup path is launched from a flop.
- The run gives the delay contributed by the slowest stage of the critical path as 420 ps.
- Looking at the critical path, the single cell with the biggest stage delay is sky130_fd_sc_hd__clkdlybuf4s50_1.
- The worst register-to-register path ends at regRow[2]$_SDFFE_PP0P_.
- The run gives the cell count of the worst reg-to-reg path as 7.
- The run puts the register-to-register path setup slack at 1390 ps.
- The worst setup path is captured at an output port.
- In this run the critical path is formed by inv_2, ha_4, a21oi_1, a21boi_0, a311oi_2, o221ai_4, clkdlybuf4s50_1.
- The run puts the arrival time at the worst endpoint at 2280 ps.

Power and ir drop:
- The run gives the power density over the cells as 540 nW/um^2.
- Looking at the power breakdown, sequential logic takes 56.1% of the total.
- The share of total power dissipated in the clock network is 34.9%.
- Net switching is 21.7% of the power.
- The run puts the total internal power at 850 uW.
- The run puts the total power of the final layout at 1090 uW.
- In this run the static leakage power is 0.000789 uW.
- The analysis attributes to net switching a power of 236 uW.
- The run gives the part of the total power dissipated in combinational logic as 9.0%.
- Looking at the VDD voltage map, the peak drop is 0.323 mV.

Cells and area:
- The run puts the share of layout cells above drive strength 1 at 16.5%.
- Fill cells in the final layout number 452.
- In the layout the commonest cells are sky130_fd_sc_hd__dfxtp_1, sky130_fd_sc_hd__clkdlybuf4s50_1, sky130_fd_sc_hd__nor2_1.
- The top cell type in the final layout, fill and taps aside, is sky130_fd_sc_hd__dfxtp_1.
- The run gives the synthesis-to-layout area growth as 31.3%.

STA:
- The run gives the clock skew as 4.36 ps.
- The final timing report counts setup violations totalling 0.
- The run puts the final hold violation count at 0.
- The run puts the slew at the pin closest to its max-slew limit at 447 ps.
- The run puts the count of final max-slew check failures at 0.
- For this run, the top clock speed supported by timing is 348 MHz.
- The run puts the post-route setup TNS at 0 ps.
- The run gives the relative slew slack as 70.2%.
- The run gives the minimum clock period as 2880 ps.
- The run gives the share of the clock period used by the worst path as 95.9%.

Yosys:
- The run puts the synthesized area per cell at 11.0 sq um.
- The run gives the biggest area consumer among synthesized cells as sky130_fd_sc_hd__dfxtp_1.
- In this run, distinct cell masters in the synthesized netlist total 37.
- The run puts the register share after synthesis at 56.2%.
- The run puts the total cell area reported by yosys after synthesis at 1530 sq um.
- The top cell type by area accounts for 56.2% of the synthesized area.
- The run puts the number of flops mapped to enable cells by yosys at 0.
- The run puts the adder-cell share of the synthesized area at 4.90%.
- The synthesis report gives the async set-or-reset register share as 0%.
- The run puts the multiplexer share of the synthesized area at 0.735%.
- The run gives the top logic cell family in the synthesized netlist as simple AND/OR/NAND/NOR gates.
- The run puts the xor and xnor fraction of the mapped netlist area at 1.14%.
- The run puts the count of warnings emitted by yosys at 1.
- In the post-synthesis netlist, the biggest area contributors are sky130_fd_sc_hd__dfxtp_1, sky130_fd_sc_hd__ha_1, sky130_fd_sc_hd__buf_4.
- The run puts the total cells reported by yosys after synthesis at 139.
- The synthesized netlist handed to floorplanning was reported with a cell count of 139.
- The run puts the post-synth design cell area at 1530 sq um.
- Summing the areas of all and, or, nand and nor instances in the mapped netlist gives 15.4% of the synthesized area.
- Per the synth log, the flip-flop and latch total comes to 43.
- Among all flip-flop cells after synthesis, the most frequent one is sky130_fd_sc_hd__dfxtp_1.
- The run gives the area fraction in compound gates after synthesis as 13.2%.

Global routing:
- The run puts the met3 routing resource usage after global routing at 2.77%.
- The run puts the total congestion overflow after global routing at 0.
- The run puts the global-route met1 utilization at 12.5%.
- Global routing consumed, over all layers together, 8.63% of the routing resources.
- The run puts the number of antenna violations at the first check in global routing at 0.
- The run puts the global routing usage on met2 at 12.8%.
- The global routing stage identified its most utilized layer as met2.
- The number of global-route vias before repair is 817.
- The run puts the pin count of the biggest net entering global routing at 15.
- The run puts the global-route wire length before repair at 3.59 mm.

CTS:
- Buffers inserted during clock tree synthesis total 5.
- The run puts the maximum clock path buffer count at 2.
- The skew report gives the latency at the later pin of the worst-skew pair as 290 ps.
- The clock H-tree reported by CTS has 2 levels.
- The root buffer cell chosen for the clock tree is sky130_fd_sc_hd__clkbuf_8.
- The run gives the number of sinks handled by clock tree synthesis as 43.
- The run gives the post-CTS clock slew at the launch and capture registers of the worst setup and hold paths as 80 ps.
- TritonCTS built the clock tree.
- The run puts the post-cts hold-fix buffer tally at 0.

Place:
- The run puts the count of buffers from port buffering at 28.
- The run puts the half-perimeter wire length after detailed placement at 1.50 mm.
- The congestion estimate from routability-driven global placement came to 0.838.

Min path:
- Hold analysis shows the worst path with a depth of 0.
- The run gives the classification of the worst-slack hold path as flop to flop.
- The run gives the end point of the worst hold path as regMuxRed9[6]$_DFF_P_.
- The run gives the beginning of the worst hold path as regData[9]$_DFF_P_.

Outcome:
- The run finished with clean final reports.
## layout make-up
class | instances | area, sq um | area share [%]
multi-input combinational | 78 | 632 | 31.4
sequential | 43 | 870 | 43.2
inverter | 4 | 15.0 | 0.746
tap | 67 | 83.8 | 4.17
clock buffer | 6 | 82.6 | 4.10
clock inverter | 2 | 16.3 | 0.808
timing repair buffer | 31 | 313 | 15.5
## power groups by stage
stage | Clock, uW | Sequential (uW) | Combinational, uW
after global routing | 421 | 612 | 109
final | 379 | 609 | 98.1
after CTS | 393 | 609 | 90.6
## state kept, by name (all words and copies together), names as in the netlist
| signal | flops |
|---|---|
| regMuxRed15 | 1 |
| regMuxRed7 | 1 |
| regMuxRed10 | 1 |
| regMuxRed0 | 1 |
| regMuxRed6 | 1 |
| outControlCounter | 4 |
| regData | 16 |
| regMuxRed4 | 1 |
| regMuxRed3 | 1 |
| regMuxRed13 | 1 |
| regNewData | 1 |
| regMuxRed12 | 1 |
| regVSync | 1 |
| regMuxRed14 | 1 |
| regRow | 5 |
| regMuxRed11 | 1 |
| regMuxRed5 | 1 |
| regMuxRed9 | 1 |
| regMuxRed8 | 1 |
| regMuxRed1 | 1 |
| regMuxRed2 | 1 |
## metrics by stage
step / util (%) / cells / hold slack, ps / area, sq um / setup slack (ps)
6_report: 41.8 / 231 / 324 / 2010 / 124
2_1_floorplan: - / 139 / 310 / 1530 / 618
5_1_grt: 41.8 / 231 / 337 / 2010 / -6.86
3_5_place_dp: 37.0 / 220 / 312 / 1780 / -24.7
4_1_cts: 39.8 / 228 / 328 / 1920 / -21.6
3_3_place_gp: 37.0 / 220 / 312 / 1780 / 52.2
## critical path: cells and delay by family, from the launching register on
family                   cells  cell delay (ps)
AND-OR/OR-AND                4              880
adder cells (fa/ha/maj)      1              200
buffers and inverters        2              500
flip-flops                   1              400
## routing by layer
| metal | up-vias | part of all wire, % |
|---|---|---|
| li1 | 514 | - |
| met1 | 435 | 47 |
| met2 | 27 | 43 |
| met3 | 10 | 6.0 |
| met4 | 0 | 3.6 |
| met5 | - | 0 |
## worst max-delay path by stage
stage / depth (start not counted) / end / slack [ps] / start
after CTS: 7 / io_red[2] / -20 / outControlCounter[1]$_SDFF_PP0_
after global routing: 7 / io_red[1] / -7 / outControlCounter[0]$_SDFF_PP0_
final: 7 / io_red[1] / 120 / outControlCounter[0]$_SDFF_PP0_
## cell usage after synthesis, types with 2 or more instances
| master | instances |
|---|---|
| sky130_fd_sc_hd__nor3_1 | 2 |
| sky130_fd_sc_hd__buf_4 | 8 |
| sky130_fd_sc_hd__nor3b_1 | 2 |
| sky130_fd_sc_hd__ha_1 | 6 |
| sky130_fd_sc_hd__a21oi_1 | 5 |
| sky130_fd_sc_hd__nor2_1 | 9 |
| sky130_fd_sc_hd__nand2b_1 | 5 |
| sky130_fd_sc_hd__nand3b_1 | 2 |
| sky130_fd_sc_hd__o211ai_1 | 2 |
| sky130_fd_sc_hd__a21o_1 | 2 |
| sky130_fd_sc_hd__nor2b_1 | 7 |
| sky130_fd_sc_hd__o21ai_0 | 8 |
| sky130_fd_sc_hd__nand3_1 | 3 |
| sky130_fd_sc_hd__buf_6 | 4 |
| sky130_fd_sc_hd__nand2_1 | 4 |
| sky130_fd_sc_hd__o41ai_2 | 2 |
| sky130_fd_sc_hd__dfxtp_1 | 43 |
| sky130_fd_sc_hd__a21boi_0 | 2 |
| sky130_fd_sc_hd__and3_1 | 2 |
| sky130_fd_sc_hd__inv_1 | 4 |
## cells by family (layout without fill, tap and decap cells)
group / count (synthesis) / in the layout
AOI/OAI and AO/OA: 28 / 28
xor gates and xnor gates: 2 / 2
adders and majority gates: 6 / 6
buffers and inverters: 18 / 43
DFF: 43 / 43
muxes: 1 / 1
and+or+nand+nor: 41 / 41
## repair_timing
item	CTS	global route
setup endpoints to repair	8	6
resized	11	20
buffers inserted	0	3
pin swaps	2	6
Power figures rest on the tool's default switching activity, not on a simulated workload.
